### /design/flow/run.sh
#!/bin/bash
# OpenROAD 26Q1-2900-gdf79404cd8, Yosys 0.63+post, stock flow scripts
make -C /OpenROAD-flow-scripts/flow DESIGN_CONFIG=/design/flow/config.mk WORK_HOME=/design/flow/orfs finish
### /design/flow/config.mk
export PLATFORM = sky130hd
export DESIGN_NAME = Control
export DESIGN_NICKNAME = Control
export VERILOG_FILES = /design/flow/design.v
export SDC_FILE = /design/flow/constraint.sdc
export NUM_CORES = 4
export LEC_CHECK = 1
export CORE_AREA = 10 10 70 70
export DIE_AREA = 0 0 80 80
### /design/flow/constraint.sdc
current_design Control

set clk_period 2.6
set clk_io_pct 0.2

create_clock -name clk0 -period $clk_period

set non_clock_inputs [all_inputs -no_clocks]
set_input_delay [expr $clk_period * $clk_io_pct] -clock clk0 $non_clock_inputs
set_output_delay [expr $clk_period * $clk_io_pct] -clock clk0 [all_outputs]
### /design/flow/design.v
`timescale 1ns / 1ps
module Control (
    input       [6:0]   op_code,
    input       [2:0]   funct3,
    input               funct7_5,
    output reg  [1:0]   pc_src,      
    output reg          reg_write,   
    output reg          alu_src_b,   
    output reg  [3:0]   alu_op,      
    output reg  [1:0]   mem_to_reg,  
    output reg          mem_write,   
    output reg          branch,      
    output reg          b_type,      
    output reg          auipc,       
    output reg          mem_read,
    output reg          jump
);
parameter   ADD  = 4'b0000,
            SUB  = 4'b1000,
			SLL  = 4'b0001,
			SLT  = 4'b0010,
			SLTU = 4'b0011,
			XOR  = 4'b0100,
			SRL  = 4'b0101,
			SRA  = 4'b1101,
			OR   = 4'b0110,
			AND  = 4'b0111;
    always @(*) begin
        pc_src      = 0;
        reg_write   = 0;
        alu_src_b   = 0;
        alu_op      = {funct7_5, funct3};
        mem_to_reg  = 0;
        mem_write   = 0;
        branch      = 0;
        b_type      = 0;
        auipc       = 0;
        mem_read    = 0;
        jump        = 0;
        case (op_code)
            7'b0000011: begin    
                reg_write = 1;  alu_src_b = 1;  alu_op = ADD;
                mem_to_reg = 2'b11;             mem_read = 1;
            end
            7'b0100011: begin    
                alu_src_b = 1;  alu_op = ADD;   mem_write = 1;
            end
            7'b0010011: begin    
                reg_write = 1;  alu_src_b = 1;  
                case (funct3)
                    3'b000: alu_op = ADD;
                    3'b010: alu_op = SLT;
                    3'b100: alu_op = XOR;
                    3'b110: alu_op = OR;
                    3'b111: alu_op = AND;
                    3'b001: alu_op = SLL;
                    3'b101: begin
                        if (funct7_5)   alu_op = SRA;
                        else            alu_op = SRL;
                    end
                endcase
            end
            7'b1100011: begin    
                alu_op = XOR;   branch = 1; b_type = ~funct3[0];
                jump = 1;
            end
            7'b1101111: begin    
                pc_src = 2'b10; reg_write = 1;  mem_to_reg = 2'b10; 
                jump = 1;
            end
            7'b0110111: begin    
                reg_write = 1;  mem_to_reg = 2'b01;
            end
            7'b0110011: begin    
                reg_write = 1;
            end
            7'b0010111: begin    
                reg_write = 1;  alu_src_b = 1;  alu_op = ADD;
                auipc = 1;
            end
            7'b1100111: begin    
                pc_src = 2'b01; reg_write = 1; mem_to_reg = 2'b10;
                alu_src_b = 1;  jump = 1;
            end
        endcase
    end
endmodule
==> run summary <==
Purpose: to document the outcome of synthesis and place and route.

Cells and area
The final-layout clock buffer total is 0. The register cell area after layout is 0 um^2. The area growth from synthesis to final layout is 114%. The top cell type in the final layout, fill and taps aside, is sky130_fd_sc_hd__clkdlybuf4s50_1. The final core utilization is 20.8%.

The proportion of layout cells with a drive suffix above 1 is 20.7%. Leaving out fill and tap cells, the most frequent cells in the layout are 20 x sky130_fd_sc_hd__clkdlybuf4s50_1, 8 x sky130_fd_sc_hd__buf_4, 7 x sky130_fd_sc_hd__dlygate4sd2_1. The finished layout holds 133 standard cells, fillers aside. The number of sequential cells is 0.

Placement
The final weighted congestion in routability-driven placement is about 0.80. The post-detailed-placement half-perimeter wirelength is between 1000 and 1500 um. Counting tap cells, the placed design contains a total of between 100 and 150 instances. In this run the tool buffered the top-level ports with 27 buffer cells.

Run
The total of max-cap violations is 0. The number of warnings the tools reported is 32.

Worst setup path
The category of the worst setup path capture point is an output port. The type of origin of the critical path is a primary input. The buffer-and-inverter tally for the worst setup path is 2.

The kind of cell with the highest combined delay on the critical path is buffers and inverters. The critical path's largest stage delay is approximately 0.49 ns. Per the STA report, the cell with the highest stage delay on the worst path is sky130_fd_sc_hd__clkdlybuf4s50_1. The cell seen most often among critical-path stages is sky130_fd_sc_hd__clkdlybuf4s50_1. Walking the worst path, the cells encountered are clkdlybuf4s50_1, xor2_1, nand4_1, a41oi_2, clkdlybuf4s50_1. The report shows a maximum critical-path fanout of 2. The endpoint required time on the critical path is 2.08 ns. In the setup report, the worst path falls into the class in -> out. The worst path arrival time is about 2.0 ns.

Routing
Detailed routing inserted a total of around 500 vias. The count of unresolved DRC violations after routing is 0. The script logs the mean routed wire length per placed instance as around 12 um. The violation count after the first detailed-route iteration is 6. Per the detail_route report, inserted antenna diodes total 0. The wire length reported by the detailed router is 1590 um. The length of the first detailed-routing pass in iterations is 4. Per the post-route antenna check, the number of violating nets is 0. The via density per instance is 3.76.

Synthesis
The fraction of synthesized cell area taken by the top area cell type is under 10%. The post-synthesis sequential area ratio is 0%. The yosys-reported design area after synthesis is between 300 and 400 um^2. After synthesis the cells add up to around 330 um^2. The count of unique library cells instantiated by Yosys is 27. The average footprint of a synthesized cell is about 6 um^2. After synthesis, the design contains around 55 cells according to Yosys. The gate count after technology mapping is between 50 and 60.

The count of synthesis-stage warnings from yosys is 1. The cell type with the largest total area is sky130_fd_sc_hd__a21oi_1. The main area contributors are sky130_fd_sc_hd__a21oi_1 7.5%, sky130_fd_sc_hd__nand4bb_1 6.8%, sky130_fd_sc_hd__nor2_1 6.8%.

Global route
The number of global-route vias before repair is between 500 and 600. The number of antenna violations at the first check in global routing is 0. The global-route usage over all layers is roughly 4.6%.

The overflow left after global routing is 0. Entering global routing, the biggest net connects 12 pins. The first global-routing pass estimated 2420 um of wire.

Pwr
The power per cell area is a little over 100 mW/mm^2. For this design the static power due to leakage is approximately 0.27 nW. IR analysis of the VDD net gives a maximum drop of ~0.04 mV.

Final timing
The final number of setup-violating endpoints is 0. The final critical path takes up between 90% and 100% of the cycle. For the pin with the worst max-slew slack, the measured transition is 0.376 ns. Measured against its own limit, the worst slew margin works out to around three quarters. The final number of hold-violating endpoints is 0.

After layout, the minimum clock period comes to about 2.5 ns. Static timing analysis puts the maximum clock frequency at around 400 MHz. Setup repair after global routing left no endpoint under its margin. The final timing report lists a max-slew violation count of 0.

Status
The run finished with clean final reports.

Die
Per the OpenROAD floorplan log, the width of the die is around 80 um. According to the floorplan report, the die height is approximately 80 um. According to the floorplan log, the row count is 21. The number of I/O pins is 27.

The core outline area is 0.00342 mm^2. The chip area is between 0.006 and 0.007 mm^2. The initial core utilization is between 9 and 10%.

Clocking
The post-cts hold buffer count is 0.

Worst hold path
The class of the most critical hold timing path is in -> out.
## cells in the mapped netlist (2+ instances only)
cell / count
sky130_fd_sc_hd__a21boi_0: 2
sky130_fd_sc_hd__nand2_1: 4
sky130_fd_sc_hd__inv_1: 4
sky130_fd_sc_hd__nand4_1: 2
sky130_fd_sc_hd__nor2_1: 6
sky130_fd_sc_hd__o21ai_0: 3
sky130_fd_sc_hd__nand3_1: 4
sky130_fd_sc_hd__nor2b_1: 3
sky130_fd_sc_hd__buf_4: 2
sky130_fd_sc_hd__buf_2: 2
sky130_fd_sc_hd__nand4bb_1: 2
sky130_fd_sc_hd__a21oi_1: 5
sky130_fd_sc_hd__nor3_1: 2
## where the power goes
part | switching, mW | internal (mW)
Sequential | 0 | 0
Combinational | 0.0313 | 0.0424
Clock | 0 | 0
Total | 0.0313 | 0.0424
## routing by layer
metal  vias to the layer above  share of wire, %  global-route usage, %
met2                        15                43                   7.70
met5                         -                 0                      0
met3                         0               9.1                   1.48
met4                         0                 0                      0
met1                       228                47                   6.06
li1                        257                 -                      -
## tightest hold or removal path, cell delays in order
cell and delay [ns]:
sky130_fd_sc_hd__dlygate4sd2_1 0.31, sky130_fd_sc_hd__nor3_1 0.08, sky130_fd_sc_hd__dlygate4sd2_1 0.24
## logic make-up (layout without fill, tap and decap cells)
| group | after synthesis | after routing | synth area share (%) |
|---|---|---|---|
| AOI/OAI and AO/OA | 14 | 14 | 26.4 |
| xor gates and xnor gates | 1 | 1 | 2.64 |
| buffers and inverters | 9 | 41 | 15.5 |
| and+or+nand+nor | 31 | 31 | 55.5 |
## path summary, 6_finish.rpt
path,from,to,slack [ns],cells past startpoint
hold / removal,op_code[3],auipc,1.68,3
setup / recovery,funct3[1],alu_op[3],0.08,5
## final cells by class
| cell class | instances | area [um^2] |
|---|---|---|
| inverter | 4 | 15.0 |
| tap | 46 | 57.6 |
| fill | 394 | 2710 |
| timing repair buffer | 37 | 338 |
| multi-input combinational | 46 | 300 |
## repair_timing
item / in CTS / in global routing
pin swaps: 1 / 0
gates cloned: 1 / 0
resized: 13 / 1
endpoints found under the hold margin: 0 / 0
endpoints found under the setup margin: 16 / 1
setup buffers: 1 / 0
## metrics by stage
| stage | total power, mW | hold WS [ns] | instance area [um^2] | TNS [ns] | worst slack, ns |
|---|---|---|---|---|---|
| 3_5_place_dp | 0.0704 | 1.96 | 683 | -1.26 | -0.181 |
| 5_1_grt | 0.0805 | 1.75 | 711 | 0 | 0.00538 |
| 3_3_place_gp | 0.0695 | 1.95 | 683 | -0.989 | -0.131 |
| 6_report | 0.0737 | 1.68 | 711 | 0 | 0.0758 |
| 4_1_cts | 0.0728 | 1.68 | 703 | 0 | 0.0612 |
| 2_1_floorplan | 0.0295 | 1.05 | 332 | 0 | 0.971 |
Power and IR drop assume default switching activity.
