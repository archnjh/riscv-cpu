==> design/flow/design.v <==
`timescale 1ns / 1ps
module Mux8x32(
    input   [31:0]  I0,
    input   [31:0]  I1,
    input   [31:0]  I2,
    input   [31:0]  I3,
    input   [31:0]  I4,
    input   [31:0]  I5,
    input   [31:0]  I6,
    input   [31:0]  I7,
    input   [2:0]   s,
    output  [31:0]  o
);
    reg [31:0] out;
    always @(*) begin
        case (s)
            3'b000: out <= I0;
            3'b001: out <= I1;
            3'b010: out <= I2;
            3'b011: out <= I3;
            3'b100: out <= I4;
            3'b101: out <= I5;
            3'b110: out <= I6;
            3'b111: out <= I7;
        endcase
    end
    assign o = out;
endmodule
==> design/flow/run.sh <==
#!/bin/bash
# OpenROAD 26Q1-2900-gdf79404cd8, Yosys 0.63+post, stock flow scripts
make -C /OpenROAD-flow-scripts/flow DESIGN_CONFIG=/design/flow/config.mk WORK_HOME=/design/flow/orfs finish
==> design/flow/config.mk <==
export PLATFORM = sky130hd
export DESIGN_NAME = Mux8x32
export DESIGN_NICKNAME = Mux8x32
export VERILOG_FILES = /design/flow/design.v
export SDC_FILE = /design/flow/constraint.sdc
export NUM_CORES = 4
export LEC_CHECK = 1
export CORE_AREA = 10 10 120 120
export DIE_AREA = 0 0 130 130
==> design/flow/constraint.sdc <==
current_design Mux8x32

set clk_period 7.7
set clk_io_pct 0.2

create_clock -name clk0 -period $clk_period

set non_clock_inputs [all_inputs -no_clocks]
set_input_delay [expr $clk_period * $clk_io_pct] -clock clk0 $non_clock_inputs
set_output_delay [expr $clk_period * $clk_io_pct] -clock clk0 [all_outputs]
==> qor.yml <==
status: "completed"
post-dp-hpwl_mm: 11.9
holdBufCountCts: 0
setup_viol: 0
crit_arrival_ns: 4.16
ys_types: 29
core_area_sq_mm: 0.0119
seq_cell_count: 0
drt_iter0_drc: 157
irDropWorstVdd_mv: 0.0207
globalRouteTotalUtil: 0.159
max_slew_margin: 0.421
first_pass_iters: 7
slew_viol_final: 0
ys_cells: 306
worst_slew_pin_slew_ns: 0.867
holdPathStages: 4
crit_fanout: 39
netlist_area_sq_mm: 0.00224
post-route-util: 0.432
power_mw: 0.281
grt_max_degree: 68
io_buffers: 291
drv_cap: 0
worst_slack_ns: 2.00
num_rows: 40
synth.most_common_cell: "a22oi_1"
synthTopCellsByArea: "a22oi_1 (18%), mux2_2 (14%), a21bo_2 (11%)"
min_path_type: "in -> out"
netlist.area_leader.share: 0.177
grt-ovfl-total: 0
dp_cells: 711
worstHoldStart: "s[0]"
drt_wl_total_mm: 14.6
hold_violations: 0
nClkBuffers: 0
syn2layout_area_growth_pct: 129
crit_path_start_kind: "input port"
synthCells: 306
gp_congestion: 0.865
finalClockPeriodUsage: 0.740
fillers: 1186
cts_resized: 0
critical_path_class: "in -> out"
antenna_found_initial: 0
finalNonFillerCells: 711
route.detailed.drc: 0
synth.largest_area_cell: "a22oi_1"
setup_tns_ns: 0
die_w_um: 130
antenna_left: 0
ys_seq_share: 0
chipArea_sq_mm: 0.0169
avgSynthCellArea_sq_um: 7.34
hold_slack_ns: 3.95
postCtsSetupRepairBufs: 0
antenna-diode-count: 0
via_per_inst: 4.91
max_clock_freq_mhz: 176
end_kind: "output pin"
whs_endpoint: "o[28]"
yosys_warnings: 1
common_cells: "a22oi_1 (53), nand2b_1 (32), nor2_1 (29)"
post_dp_cell_area_sq_mm: 0.00515
post_drt_wl_per_cell_um: 20.5
ioPinCount: 291
required_ns: 6.16
fin_crit_ns: 5.70
grt_pass1_vias: 3688
final_area_sq_mm: 0.00515
p_leak_nw: 1.84
drive_gt1_frac: 0.121
fp.dieH_um: 130
yosysChipArea_sq_mm: 0.00224
initCoreUtil: 0.188
ff_latch_area_sq_um: 0
warning_count: 32
powerDensity_mw_per_mm2: 54.5
grt_pass1_wl_mm: 21.2
via_count: 3494
dp_slack_ns: 1.99
rsz0062_at_grt: "no"
## routing by layer
layer / global-route usage / part of all wire / routed length (um) / vias up
met5: 0 / 0 / 0 / -
met4: 0.0165 / 0.011 / 163 / 0
met3: 0.0543 / 0.11 / 1560 / 10
met2: 0.284 / 0.50 / 7230 / 190
met1: 0.185 / 0.39 / 5610 / 1574
li1: - / - / - / 1720
## logic make-up after synthesis
family,count (synthesis),synth area share
AOI/OAI and AO/OA,145,0.499
buffers and inverters,42,0.108
muxes,37,0.197
and+or+nand+nor,82,0.196
## cell type report
cell class / instances / area (sq um) / area share
multi-input cells: 264 / 2010 / 0.390
well taps: 147 / 184 / 0.0357
inverters: 3 / 11.3 / 0.00219
repair buffers: 297 / 2950 / 0.572
## worst max-delay path, stage by stage
cell and delay [ns]:
buf_2 0.47, buf_4 0.44, and3b_1 0.57, buf_4 0.32, a22oi_1 0.11, a31oi_1 0.17
clkdlybuf4s50_1 0.49
## power by group
| group | switching, mW | internal [mW] | total (mW) |
|---|---|---|---|
| combinational | 0.0808 | 0.200 | 0.281 |
| clock | 0 | 0 | 0 |
| sequential | 0 | 0 | 0 |
## how the worst max path moves through the flow
stage         from  endpoint  slack (ns)  depth (start not counted)
finish        s[2]     o[18]        2.00                          7
global route  s[2]     o[17]        1.73                          7
CTS           s[2]     o[30]        2.00                          7
## layout by cell type, fill, tap and decap left out, types with 6 or more instances in the layout
| master | count |
|---|---|
| nand2b_1 | 32 |
| mux2_2 | 28 |
| nand2_1 | 11 |
| a21bo_2 | 25 |
| a22oi_1 | 53 |
| a31oi_1 | 27 |
| o211ai_1 | 25 |
| clkdlybuf4s50_1 | 288 |
| mux2i_1 | 6 |
| buf_4 | 7 |
| nor2_1 | 28 |
No activity file was given, so power comes from the tool's default toggle rates.
